==> flow/design.v <==
`timescale 1ns/1ns
module Shifter( out, inputA, inputB, SignalIn, reset ) ;
	input [5:0] SignalIn ;
	input [31:0] inputA, inputB ;
	output [31:0] out ;
	input reset ;
	wire [31:0] temp0, temp1, temp2, temp3, temp4, temp5 ;
	parameter SLL = 6'b000000 ;  
	assign temp0 = ( ( SignalIn == SLL ) && inputB[0] == 1 ) ? { inputA[30:0], 1'b0 } : inputA ;
	assign temp1 = ( ( SignalIn == SLL ) && inputB[1] == 1 ) ? { temp0[29:0], 2'b0 } : temp0 ;
	assign temp2 = ( ( SignalIn == SLL ) && inputB[2] == 1 ) ? { temp1[27:0], 4'b0 } : temp1;
	assign temp3 = ( ( SignalIn == SLL ) && inputB[3] == 1 ) ? { temp2[23:0], 8'b0 } : temp2 ;
	assign temp4 = ( ( SignalIn == SLL ) && inputB[4] == 1 ) ? { temp3[15:0], 16'b0 } : temp3 ;
	assign out = ( reset == 1 ) ? 32'b0 : ( SignalIn == SLL ) ? temp4 : 32'b1 ;
endmodule
==> flow/run.sh <==
#!/bin/bash
# OpenROAD 26Q1-2900-gdf79404cd8, Yosys 0.63+post, stock flow scripts
make -C /OpenROAD-flow-scripts/flow DESIGN_CONFIG=/design/flow/config.mk WORK_HOME=/design/flow/orfs finish
==> flow/config.mk <==
export PLATFORM = sky130hd
export DESIGN_NAME = Shifter
export DESIGN_NICKNAME = Shifter
export VERILOG_FILES = /design/flow/design.v
export SDC_FILE = /design/flow/constraint.sdc
export NUM_CORES = 4
export LEC_CHECK = 1
export CORE_UTILIZATION = 40
==> flow/constraint.sdc <==
current_design Shifter

set clk_period 14.8
set clk_io_pct 0.2

create_clock -name clk0 -period $clk_period

set non_clock_inputs [all_inputs -no_clocks]
set_input_delay [expr $clk_period * $clk_io_pct] -clock clk0 $non_clock_inputs
set_output_delay [expr $clk_period * $clk_io_pct] -clock clk0 [all_outputs]
==> flow_metrics.py <==
# Auto-generated metrics
metrics = {
    "clock_tree": {
        "cts_resized": 0,
        "cts_hold_buf": 0,
        "post-cts-setup-buffer-count": 0,
    },
    "floorplanning": {
        "initCoreUtil": 0.419,
        "fp-row-count": 29,
        "chipHeight_um": 83.8,
        "dieArea_um2": 7020,
        "die_x_um": 83.8,
        "ios": 103,
        "coreArea_um2": 6390,
    },
    "yosys": {
        "yosys.area_share.simple": 0.329,
        "synth_warnings": 0,
        "syn_area_per_cell_um2": 6.47,
        "synth_cells": 413,
        "netlist_logic_family_top": "AND-OR/OR-AND gates",
        "yosys.area_share.xor_xnor": 0,
        "synth.cell_area_um2": 2670,
        "ys_seq_frac": 0,
        "compound_area_frac": 0.463,
        "synthAdderAreaFrac": 0,
        "synth_chip_area_um2": 2670,
        "synth_stat.cells": 413,
        "muxShareOfSynthArea": 0.103,
        "synth.distinct_cells": 69,
    },
    "final_layout": {
        "drive_above_1_share": 0.0927,
        "area_delta_synth_final_pct": 25.8,
        "flop-count": 0,
        "seq_area_um2": 0,
        "multiInputGateArea_um2": 2400,
        "n_fill_cell": 633,
        "clkbuf_count": 0,
        "final_cells": 530,
    },
    "global_route": {
        "grt_util_all_layers": 0.322,
        "antenna_found_initial": 0,
        "grt_start_max_net_pins": 70,
        "grt-ovfl-total": 0,
        "grt_pass1_wl_um": 18100,
        "grt_pass1_vias": 3252,
    },
    "final_timing": {
        "setup_viol": 0,
        "fin_ws_ns": 4.95,
        "fmax_mhz": 101,
        "fin_crit_sh": 0.666,
        "max-slew-margin-rel": 0.371,
        "period_minus_slack_ns": 9.85,
        "final_max_slew_viol_count": 0,
        "hold_violations": 0,
        "worst_pin_slew_ns": 0.932,
        "holdWs_ns": 6.86,
        "rsz0062_at_grt": "false",
        "tns_ns": 0,
    },
    "flow_run": {
        "maxCapViolations": 0,
        "openroad.warnings": 59,
    },
    "critical_path": {
        "critPathKind": "in -> out",
        "cp-start-kind": "input port",
        "path_max_fanout": 23,
        "cp-end-kind": "output pin",
        "worstPathRequired_ns": 11.84,
        "critPathArrivalTime_ns": 6.89,
    },
    "placement": {
        "place_ws_ns": 5.01,
        "place.gp.congestion": 0.976,
        "io_buffer_count": 76,
        "hpwl_um": 7940,
        "place_inst": 530,
    },
    "power_and_ir_drop": {
        "power_density_nw_per_um2": 21.2,
        "total_power_w": 0.0000712,
        "peakVddDrop_mv": 0.0350,
        "p_leak_nw": 1.09,
    },
    "route": {
        "ant_nets": 0,
        "antennaDiodeCount": 0,
        "drcViolationCount": 0,
        "drt-initial-drc-count": 360,
        "routed_wl_um": 11200,
        "wire_per_inst_um": 21.2,
        "drtPass1Iterations": 5,
        "num_vias": 3669,
        "post_drt_via_cell_ratio": 6.92,
    },
    "run_status": {
        "status": "finished clean",
    },
    "min_path": {
        "hp-class": "in -> out",
    },
}
==> critical path, stage by stage <==
cell and delay, ns:
clkdlybuf4s50_1 0.46, or4_4 0.73, nor2_1 0.64, buf_4 0.33, o221ai_1 0.33, o22ai_1 0.55
mux2i_1 0.15, a22oi_1 0.23, clkdlybuf4s50_1 0.49
==> cells by family after synthesis <==
group	Yosys count
AND-OR/OR-AND	160
multiplexers	26
AND/OR/NAND/NOR	168
buffers and inverters	59
==> cells in the mapped netlist (3+ instances only) <==
| library cell | instances | area (µm²) |
|---|---|---|
| inv_1 | 14 | 52.6 |
| nor2_1 | 54 | 203 |
| nor3_1 | 8 | 40.0 |
| nand3_1 | 17 | 85.1 |
| a211oi_1 | 11 | 82.6 |
| nor3b_1 | 6 | 45.0 |
| a211o_1 | 3 | 26.3 |
| o31ai_1 | 7 | 52.6 |
| o211ai_1 | 9 | 67.6 |
| o221ai_1 | 12 | 105 |
| nor2b_1 | 13 | 81.3 |
| mux2i_1 | 22 | 220 |
| o221a_2 | 4 | 45.0 |
| a21o_1 | 3 | 22.5 |
| a2111oi_2 | 3 | 45.0 |
| clkbuf_1 | 19 | 71.3 |
| and3_1 | 4 | 25.0 |
| o22ai_1 | 4 | 25.0 |
| buf_1 | 4 | 15.0 |
| a41oi_1 | 15 | 131 |
| a31oi_1 | 16 | 100 |
| a32oi_1 | 4 | 35.0 |
| o21ai_0 | 20 | 100 |
| nor2_2 | 4 | 25.0 |
| a21oi_1 | 15 | 75.1 |
| buf_6 | 4 | 45.0 |
| nand4_1 | 12 | 75.1 |
| o31a_1 | 3 | 26.3 |
| buf_2 | 16 | 80.1 |
| a22oi_1 | 3 | 22.5 |
| nand2_1 | 26 | 97.6 |
| nand2b_1 | 5 | 31.3 |
| mux2_2 | 3 | 33.8 |
==> cells in the final DEF (no fill, tap or decap), types with 5 or more instances in the layout <==
cell             count
mux2i_1             22
a41oi_1             15
buf_4                9
o31ai_1              7
nand3_1             17
o211ai_1             9
a21oi_1             15
nor2_1              53
inv_1               14
a211oi_1            11
nor3b_1              6
nand4_1             12
o221ai_1            12
nand2_1             26
clkdlybuf4s50_1     74
nand2b_1             5
nor3_1               8
o21ai_0             20
nor2b_1             13
a31oi_1             16
nor2_2               5
==> worst paths after layout <==
check                        from      end  depth (start not counted)
worst max-delay path  SignalIn[5]  out[19]                          9
worst min-delay path        reset   out[0]                          3
==> layer usage <==
metal,global-route usage,vias to the layer above,wire length (µm)
li1,-,1727,-
met3,0.0482,23,1110
met2,0.497,205,5120
met4,0.102,0,400
met5,0,-,0
met1,0.464,1714,4590
==> report_power, final <==
| group | internal, W | switching [W] |
|---|---|---|
| logic | 0.0000286 | 0.0000426 |
| registers | 0 | 0 |
| clock network | 0 | 0 |
| total | 0.0000286 | 0.0000426 |
==> per-stage QoR <==
stage	util	instance area (µm²)
2_1_floorplan	-	2670
3_3_place_gp	0.527	3360
3_5_place_dp	0.527	3360
4_1_cts	0.527	3360
5_1_grt	0.527	3360
6_report	0.527	3360
==> area by class of cell <==
cell class,instances,area share
Inverter,14,0.0156
Tap cell,77,0.0286
Multi-Input combinational cell,354,0.713
Timing Repair Buffer,85,0.243
