## /design/flow/config.mk

```make
export PLATFORM = sky130hd
export DESIGN_NAME = ALU
export DESIGN_NICKNAME = ALU
export VERILOG_FILES = /design/flow/design.v
export SDC_FILE = /design/flow/constraint.sdc
export NUM_CORES = 4
export LEC_CHECK = 1
export CORE_UTILIZATION = 50
```

## /design/flow/constraint.sdc

```tcl
current_design ALU

set clk_period 27.3
set clk_io_pct 0.2

create_clock -name clk0 -period $clk_period

set non_clock_inputs [all_inputs -no_clocks]
set_input_delay [expr $clk_period * $clk_io_pct] -clock clk0 $non_clock_inputs
set_output_delay [expr $clk_period * $clk_io_pct] -clock clk0 [all_outputs]
```

## /design/flow/design.v

```verilog
`timescale 1ns/1ns
module ALU( out, inputA, inputB, SignalIn, reset ) ;
	input [31:0] inputA, inputB ;
	input reset  ;
	input [5:0] SignalIn ;
	output [31:0] out ;
	wire [31:0] carry, temp ;
	wire Set ;
	parameter AND = 6'b100100 ;  
	parameter OR  = 6'b100101;
	parameter ADD = 6'b100000;
	parameter SUB = 6'b100010;
	parameter SLT = 6'b101010;
	wire Control ;
	assign Control = ( SignalIn == SUB ) ? 1'b1 : ( SignalIn == SLT ) ? 1'b1 : 1'b0 ;
	RunALU run0( .out(temp[0]), .CarryOut(carry[0]), .inputA(inputA[0]), .inputB(inputB[0]), .CarryIn(Control), .SignalIn(SignalIn), .Less(Set) ) ;
	RunALU run1( .out(temp[1]), .CarryOut(carry[1]), .inputA(inputA[1]), .inputB(inputB[1]), .CarryIn(carry[0]), .SignalIn(SignalIn), .Less(1'b0) ) ;
	RunALU run2( .out(temp[2]), .CarryOut(carry[2]), .inputA(inputA[2]), .inputB(inputB[2]), .CarryIn(carry[1]), .SignalIn(SignalIn), .Less(1'b0) ) ;
	RunALU run3( .out(temp[3]), .CarryOut(carry[3]), .inputA(inputA[3]), .inputB(inputB[3]), .CarryIn(carry[2]), .SignalIn(SignalIn), .Less(1'b0) ) ;
	RunALU run4( .out(temp[4]), .CarryOut(carry[4]), .inputA(inputA[4]), .inputB(inputB[4]), .CarryIn(carry[3]), .SignalIn(SignalIn), .Less(1'b0) ) ;
	RunALU run5( .out(temp[5]), .CarryOut(carry[5]), .inputA(inputA[5]), .inputB(inputB[5]), .CarryIn(carry[4]), .SignalIn(SignalIn), .Less(1'b0) ) ;
	RunALU run6( .out(temp[6]), .CarryOut(carry[6]), .inputA(inputA[6]), .inputB(inputB[6]), .CarryIn(carry[5]), .SignalIn(SignalIn), .Less(1'b0) ) ;
	RunALU run7( .out(temp[7]), .CarryOut(carry[7]), .inputA(inputA[7]), .inputB(inputB[7]), .CarryIn(carry[6]), .SignalIn(SignalIn), .Less(1'b0) ) ;
	RunALU run8( .out(temp[8]), .CarryOut(carry[8]), .inputA(inputA[8]), .inputB(inputB[8]), .CarryIn(carry[7]), .SignalIn(SignalIn), .Less(1'b0) ) ;
	RunALU run9( .out(temp[9]), .CarryOut(carry[9]), .inputA(inputA[9]), .inputB(inputB[9]), .CarryIn(carry[8]), .SignalIn(SignalIn), .Less(1'b0) ) ;
	RunALU run10( .out(temp[10]), .CarryOut(carry[10]), .inputA(inputA[10]), .inputB(inputB[10]), .CarryIn(carry[9]), .SignalIn(SignalIn), .Less(1'b0) ) ;
	RunALU run11( .out(temp[11]), .CarryOut(carry[11]), .inputA(inputA[11]), .inputB(inputB[11]), .CarryIn(carry[10]), .SignalIn(SignalIn), .Less(1'b0) ) ;
	RunALU run12( .out(temp[12]), .CarryOut(carry[12]), .inputA(inputA[12]), .inputB(inputB[12]), .CarryIn(carry[11]), .SignalIn(SignalIn), .Less(1'b0) ) ;
	RunALU run13( .out(temp[13]), .CarryOut(carry[13]), .inputA(inputA[13]), .inputB(inputB[13]), .CarryIn(carry[12]), .SignalIn(SignalIn), .Less(1'b0) ) ;
	RunALU run14( .out(temp[14]), .CarryOut(carry[14]), .inputA(inputA[14]), .inputB(inputB[14]), .CarryIn(carry[13]), .SignalIn(SignalIn), .Less(1'b0) ) ;
	RunALU run15( .out(temp[15]), .CarryOut(carry[15]), .inputA(inputA[15]), .inputB(inputB[15]), .CarryIn(carry[14]), .SignalIn(SignalIn), .Less(1'b0) ) ;
	RunALU run16( .out(temp[16]), .CarryOut(carry[16]), .inputA(inputA[16]), .inputB(inputB[16]), .CarryIn(carry[15]), .SignalIn(SignalIn), .Less(1'b0) ) ;
	RunALU run17( .out(temp[17]), .CarryOut(carry[17]), .inputA(inputA[17]), .inputB(inputB[17]), .CarryIn(carry[16]), .SignalIn(SignalIn), .Less(1'b0) ) ;
	RunALU run18( .out(temp[18]), .CarryOut(carry[18]), .inputA(inputA[18]), .inputB(inputB[18]), .CarryIn(carry[17]), .SignalIn(SignalIn), .Less(1'b0) ) ;
	RunALU run19( .out(temp[19]), .CarryOut(carry[19]), .inputA(inputA[19]), .inputB(inputB[19]), .CarryIn(carry[18]), .SignalIn(SignalIn), .Less(1'b0) ) ;
	RunALU run20( .out(temp[20]), .CarryOut(carry[20]), .inputA(inputA[20]), .inputB(inputB[20]), .CarryIn(carry[19]), .SignalIn(SignalIn), .Less(1'b0) ) ;
	RunALU run21( .out(temp[21]), .CarryOut(carry[21]), .inputA(inputA[21]), .inputB(inputB[21]), .CarryIn(carry[20]), .SignalIn(SignalIn), .Less(1'b0) ) ;
	RunALU run22( .out(temp[22]), .CarryOut(carry[22]), .inputA(inputA[22]), .inputB(inputB[22]), .CarryIn(carry[21]), .SignalIn(SignalIn), .Less(1'b0) ) ;
	RunALU run23( .out(temp[23]), .CarryOut(carry[23]), .inputA(inputA[23]), .inputB(inputB[23]), .CarryIn(carry[22]), .SignalIn(SignalIn), .Less(1'b0) ) ;
	RunALU run24( .out(temp[24]), .CarryOut(carry[24]), .inputA(inputA[24]), .inputB(inputB[24]), .CarryIn(carry[23]), .SignalIn(SignalIn), .Less(1'b0) ) ;
	RunALU run25( .out(temp[25]), .CarryOut(carry[25]), .inputA(inputA[25]), .inputB(inputB[25]), .CarryIn(carry[24]), .SignalIn(SignalIn), .Less(1'b0) ) ;
	RunALU run26( .out(temp[26]), .CarryOut(carry[26]), .inputA(inputA[26]), .inputB(inputB[26]), .CarryIn(carry[25]), .SignalIn(SignalIn), .Less(1'b0) ) ;
	RunALU run27( .out(temp[27]), .CarryOut(carry[27]), .inputA(inputA[27]), .inputB(inputB[27]), .CarryIn(carry[26]), .SignalIn(SignalIn), .Less(1'b0) ) ;
	RunALU run28( .out(temp[28]), .CarryOut(carry[28]), .inputA(inputA[28]), .inputB(inputB[28]), .CarryIn(carry[27]), .SignalIn(SignalIn), .Less(1'b0) ) ;
	RunALU run29( .out(temp[29]), .CarryOut(carry[29]), .inputA(inputA[29]), .inputB(inputB[29]), .CarryIn(carry[28]), .SignalIn(SignalIn), .Less(1'b0) ) ;
	RunALU run30( .out(temp[30]), .CarryOut(carry[30]), .inputA(inputA[30]), .inputB(inputB[30]), .CarryIn(carry[29]), .SignalIn(SignalIn), .Less(1'b0) ) ;
	RunLastALU runlast( .out(temp[31]), .CarryOut(carry[31]), .inputA(inputA[31]), .Set(Set), .inputB(inputB[31]), .CarryIn(carry[30]), .SignalIn(SignalIn), .Less(1'b0) ) ;
	wire [31:0] temp2 ;
	assign temp2 = ( SignalIn == SLT ) ? ( ( Set == 1 ) ? inputB : inputA ) : temp ; 
	assign out = ( reset == 1 ) ? 32'b0 : temp2 ;
endmodule
`timescale 1ns/1ns
module FA( cout, sum, inputA, inputB, c ) ;
	input inputA, inputB, c ;
	output cout, sum ;
	wire e1, e2, e3 ;
	assign e1 = inputA & inputB ;
	assign e2 = inputA & c ;
	assign e3 = inputB & c ;
	assign cout = e1 | e2 | e3 ;
	assign sum = inputA ^ inputB ^ c ;
endmodule
`timescale 1ns/1ns
module RunALU( out, CarryOut, inputA, inputB, CarryIn, SignalIn, Less ) ;
	input inputA, inputB, CarryIn, Less ;
	input [5:0] SignalIn ;
	output out, CarryOut ;
	parameter AND = 6'b100100 ;  
	parameter OR = 6'b100101 ; 
	parameter ADD = 6'b100000 ;  
	parameter SUB = 6'b100010 ;  
	parameter SLT = 6'b101010 ;  
	wire binvert, sum ;
	assign binvert = ( SignalIn == SUB ) ? 1'b0 : ( SignalIn == SLT ) ? 1'b0 : 1'b1 ;
	wire BIn ;
	assign BIn = ( binvert == 0 ) ? inputB ^ binvert + 1'b1 : inputB ;
	FA fa( .cout(CarryOut), .sum(sum), .inputA(inputA), .inputB(BIn), .c(CarryIn) ) ;
	wire output0, output1, output2 ;
	assign output0 = inputA & inputB ;
	assign output1 = inputA | inputB ;
	assign output2 = sum ;
	assign out = ( SignalIn == AND ) ? output0 :
				 ( SignalIn == OR ) ? output1 :
				 ( SignalIn == SLT ) ? 1'b0 : output2 ;
endmodule
`timescale 1ns/1ns
module RunLastALU( out, CarryOut, Set, inputA, inputB, CarryIn, SignalIn, Less ) ;
	input inputA, inputB, CarryIn, Less ;
	input [5:0] SignalIn ;
	output out, CarryOut, Set ;
	parameter AND = 6'b100100 ;  
	parameter OR = 6'b100101 ; 
	parameter ADD = 6'b100000 ;  
	parameter SUB = 6'b100010 ;  
	parameter SLT = 6'b101010 ;  
	wire binvert, sum ;
	assign binvert = ( SignalIn == SUB ) ? 1'b0 : ( SignalIn == SLT ) ? 1'b0 : 1'b1 ;
	wire BIn ;
	assign BIn = ( binvert == 0 ) ? inputB ^ binvert + 1'b1 : inputB ;
	FA  fa( .cout(CarryOut), .sum(sum), .inputA(inputA), .inputB(BIn), .c(CarryIn) ) ;
	assign Set = sum ;
	wire output0, output1, output2 ;
	assign output0 = inputA & inputB ;
	assign output1 = inputA | inputB ;
	assign output2 = sum ;
	assign out = ( SignalIn == AND ) ? output0 :
				 ( SignalIn == OR ) ? output1 :
				 ( SignalIn == SLT ) ? 1'b0 : output2 ;
endmodule
```

## /design/flow/run.sh

```bash
#!/bin/bash
# OpenROAD 26Q1-2900-gdf79404cd8, Yosys 0.63+post, stock flow scripts
make -C /OpenROAD-flow-scripts/flow DESIGN_CONFIG=/design/flow/config.mk WORK_HOME=/design/flow/orfs finish
```

==> results_slide.txt <==
Physical Implementation Snapshot

Yosys
  – Area leader share: 0.2170
  – Cell type with the highest aggregate area in the netlist: fa_1
  – Leading cell type by number of instances after synthesis: a21oi_1
  – Area figure in the yosys stat output: 2768 µm²
  – Cell variety after synth: 31
  – Synthesized cell area: 2768 µm²
  – Top cell types by occurrence after synthesis: 61 x a21oi_1, 56 x a211oi_1, 33 x nor2_1
  – Number of standard cells reported by yosys: 366
  – Dominant cells by area after synthesis: fa_1 22%, a211oi_1 15%, a21oi_1 11%
  – Post-synthesis cell count: 366
  – Number of warning messages in the yosys log: 0
  – Mean post-synth cell area: 7.562 µm²
  – Sequential share of the synthesized area: 0

STA
  – Least-Margin Pin Slew: 0.6780 ns
  – Unrepaired setup endpoints after global routing: false
  – Final count of pins violating max slew: 0
  – Relative slew slack: 0.5480
  – Final hold vios: 0
  – Final worst-path cycle share: 0.9671
  – Final critical-path required period: 26.40 ns
  – Endpoints failing setup: 0
  – Min setup slack post-route: 0.8991 ns
  – Total Neg Setup Slack: 0 ns
  – Maximum operating frequency: 37.88 MHz

CTS
  – Postcts setup bufs: 0
  – Total of hold buffers inserted after clock tree synthesis: 0
  – Post-cts gate resize count: 0

Routing
  – Iteration tally of the first detailed-router pass: 4
  – Total routed wirelength: 7.666 mm
  – Ant. Diodes: 0
  – Detailed-route vias per instance: 6.010
  – Vias: 3053
  – DRC violations left: 0
  – Count of antenna-violating nets left after detailed routing: 0
  – WL/cell: 15.09 µm
  – Initial DRC Count: 191

Placed design
  – Setup slack after placement: 0.9929 ns
  – Placed cells: 508
  – Number of I/O port buffers: 103
  – HPWL Detailed: 5.282 mm
  – Final GP Congestion: 0.8952

Final layout
  – Proportion of layout cells with a drive suffix above 1: 0.1187
  – Final core utilization: 0.7250
  – Sequential standard cell area: 0 µm²
  – Post-Layout Cell Count: 508
  – Count of flip-flops and latches: 0
  – Layout Area Growth over Synthesis: 36.35%
  – Number of clock buffer instances in the layout: 0

Worst setup path
  – Number of gates on the worst path with buffers counted: 39
  – Cell seen most often among critical-path stages: fa_1
  – Kind of cell with the highest combined delay on the critical path: adder cells
  – Critical path fanouts, max: 37
  – Worst path required time: 21.84 ns
  – Arrival time of the worst setup path: 20.94 ns
  – Worst setup path category: primary input to primary output
  – Kind of end point of the critical path: primary output
  – Critical path origin: SignalIn[2]
  – Slowest library cell on the worst path: xnor3_2
  – Buffers and inverters on the worst path: 3
  – CP endpoint: out[20]
  – Crit path launch type: primary input
  – CP max stage delay: 0.68 ns

Outcome
  – Outcome: finished, final reports clean

Global routing
  – GRT Residual Overflow: 0
  – First-pass GRT wire length: 12.93 mm
  – GR Util All Layers: 0.2683
  – Pin count of the biggest net entering global routing: 65
  – Antenna violations before repair: 0
  – Via count of the first global-routing pass: 2733

Floorplan
  – Die x size: 76.40 µm
  – Row count: 26
  – Area of the placeable core: 5205 µm²
  – Pre-Place Util: 0.5317
  – # IOs: 103
  – Die Height: 76.40 µm
  – Die outline area: 5837 µm²

Pwr
  – Power density relative to cell area: 20.29 nW/µm²
  – Standby leakage power: 1.255 nW
  – Total power of the final layout: 0.07655 mW
  – Peak supply drop: 10.37 µV

Run
  – Number of max-capacitance violations reported: 0
  – Stage-log warning count: 35

Min path
  – Critical hold path startpoint: SignalIn[0]
  – Hold crit path type: primary input to primary output
[final cells by class]
cell class	count	area, µm²
inverters	2	7.507
repair buffers	111	1086
well taps	70	87.58
fillers	427	1431
multi-input cells	325	2592
[stage by stage]
step	hold slack [ns]	instance area [µm²]
6_report	11.69	3774
5_1_grt	11.75	3774
4_1_cts	11.70	3774
3_5_place_dp	11.69	3774
3_3_place_gp	11.68	3774
2_1_floorplan	11.01	2768
[per-layer routing]
metal	routed length (µm)	global-route usage	vias up
met4	0	0	0
met5	0	0	-
met1	3550	0.4257	1421
met2	3592	0.4225	120
li1	-	-	1512
met3	522	0.04015	0
[how the worst min path moves through the flow]
stage | slack (ns) | to | cells after the start
4_1_cts | 11.70 | out[31] | 5
5_1_grt | 11.75 | out[31] | 5
6_report | 11.69 | out[31] | 5
[placed cells by master (no fill, tap or decap), types with 2 or more instances in the layout]
master and n:
clkdlybuf4s50_1 102, a21oi_1 61, a211oi_1 56, nor2_1 32, xnor2_1 30, nor3_1 30, a31o_2 30, fa_1 30
nor2b_1 29, buf_4 8, a211oi_2 6, nand2_1 3, inv_1 2, and2b_1 2, ha_1 2
[cells by family (layout without fill, tap and decap cells)]
| group | after synthesis | after routing | share of synthesized area |
|---|---|---|---|
| AOI/OAI and AO/OA | 159 | 159 | 0.4037 |
| and+or+nand+nor | 103 | 103 | 0.2016 |
| buffers and inverters | 41 | 113 | 0.06510 |
| xor gates and xnor gates | 31 | 31 | 0.1035 |
| adders and majority gates | 32 | 32 | 0.2260 |
[power breakdown]
group / switching [mW] / leakage, nW / internal (mW) / total (mW)
combinational: 0.0347 / 1.25 / 0.0418 / 0.0765
sequential: 0 / 0 / 0 / 0
clock: 0 / 0 / 0 / 0
total: 0.0347 / 1.25 / 0.0418 / 0.0765
Power and IR drop assume default switching activity.
