==> design.v <==
`timescale 1ns/1ns
module MUX( ALUOut, HiOut, LoOut, Shifter, Signal, dataOut );
input [31:0] ALUOut ;
input [31:0] HiOut ;
input [31:0] LoOut ;
input [31:0] Shifter ;
input [5:0] Signal ;
output [31:0] dataOut ;
reg [31:0] temp ;
parameter AND = 6'b100100;
parameter OR  = 6'b100101;
parameter ADD = 6'b100000;
parameter SUB = 6'b100010;
parameter SLT = 6'b101010;
parameter SLL = 6'b000000;
parameter DIVU= 6'b011011;
parameter MFHI= 6'b010000;
parameter MFLO= 6'b010010;
always@( ALUOut or HiOut or LoOut or Shifter or Signal )
begin
	case ( Signal )
	AND:
	begin
		temp = ALUOut ;
	end
	OR:
	begin
		temp = ALUOut ;
	end
	ADD:
	begin
		temp = ALUOut ;
	end
	SUB:
	begin
		temp = ALUOut ;
	end
	SLT:
	begin
		temp = ALUOut ;
	end
	MFHI:
	begin
		temp = HiOut ;
	end
	MFLO:
	begin
		temp = LoOut ;
	end
	SLL:
	begin
		temp = Shifter ;
	end
	default: temp = 32'b0 ;	
	endcase
end
assign dataOut = temp ;
endmodule
==> run.sh <==
#!/bin/bash
# OpenROAD 26Q1-2900-gdf79404cd8, Yosys 0.63+post, stock flow scripts
make -C /OpenROAD-flow-scripts/flow DESIGN_CONFIG=/design/flow/config.mk WORK_HOME=/design/flow/orfs finish
==> config.mk <==
export PLATFORM = sky130hd
export DESIGN_NAME = MUX
export DESIGN_NICKNAME = MUX
export VERILOG_FILES = /design/flow/design.v
export SDC_FILE = /design/flow/constraint.sdc
export NUM_CORES = 4
export LEC_CHECK = 1
export CORE_AREA = 10 10 94 94
export DIE_AREA = 0 0 104 104
==> constraint.sdc <==
current_design MUX

set clk_period 16.7
set clk_io_pct 0.2

create_clock -name clk0 -period $clk_period

set non_clock_inputs [all_inputs -no_clocks]
set_input_delay [expr $clk_period * $clk_io_pct] -clock clk0 $non_clock_inputs
set_output_delay [expr $clk_period * $clk_io_pct] -clock clk0 [all_outputs]
==> reports/results.tsv <==
stage	metric	value	unit
synthesis	largest_area_cell	mux2i_1	
setup_path	crit_family	buffers and inverters	
cells_and_area	n_fill_cell	688	
placement	dp_cells	367	
routing	m1WireLength	2719	µm
pwr	power_density	19.53	nW/µm²
synthesis	ys_warn_count	1	
routing	num_antenna_cells	0	
synthesis	yosysTopAreaCellShare	30.51	%
placement	finalWeightedCongestion	0.7321	
die	die_area	10820	µm²
cells_and_area	final-comb-area	894.6	µm²
placement	dp_slack	7.172	ns
setup_path	crit_slowest_cell	nor4b_4	
die	ioPinCount	166	
cells_and_area	finalNonFillerCells	367	
synthesis	synth_cell_types	13	
timing	hold_viol_final	0	
run	tool_warnings	32	
cells_and_area	area_delta_synth_final	156.6	%
run_status	outcome	complete, no violations	
timing	period_needed	9.471	ns
setup_path	crit_type	primary input to output pin	
setup_path	worstPathMaxFanout	35	
synthesis	top_cells_by_area	mux2i_1, a221o_1, nor3_1, a221o_2, buf_6	
setup_path	timing.critical_path.buf_inv	4	
synthesis	netlist_area	1050	µm²
pwr	leakagePower	0.001010	µW
global_route	grt_pass1_vias	1696	
setup_path	cp-end-kind	output pin	
setup_path	max_stage_delay	0.84	ns
pwr	ir_drop	0.000008290	V
cts	cts_hold_buf	0	
routing	top_layer	met4	
die	die_y	104	µm
global_route	grtUsageTotal	10.84	%
die	row_count	30	
timing	whs	7.712	ns
setup_path	startpoint_type	primary input	
timing	max_freq	105.6	MHz
cells_and_area	drive_gt1_share	8.118	%
routing	route.met2.wl	3014	µm
timing	slew_headroom	37.29	%
routing	dr.pass1.iters	4	
pwr	p_total	52.60	µW
synthesis	synth-area-yosys	1050	µm²
cells_and_area	clkbuf_count	0	
global_route	antenna_found_initial	0	
setup_path	path_cells	clkdlybuf4s50_1 > buf_4 > nor2b_1 > nor4b_4 > buf_4 > a221o_1 > clkdlybuf4s50_1	
die	die_x	104	µm
cts	post_cts_buffers	0	
routing	drc_errors	0	
global_route	grt_overflow	0	
placement	place_hpwl	5276	µm
global_route	grt_max_degree	36	
routing	first_iter_violations	42	
synthesis	syn_avg_cell_area	8.748	µm²
routing	via_count	1623	
synthesis	ys_seq_share	0	%
synthesis	yosys_cells	120	
setup_path	critPathArrivalTime	6.13	ns
placement	numPortBuffers	166	
die	core_area	6832	µm²
timing	setup_violations	0	
global_route	grt_pass1_wl	9749	µm
routing	routed-wl-met3	560	µm
timing	rsz0062_at_grt	false	
synthesis	netlist_instances	120	
cells_and_area	regArea	0	µm²
routing	wl_per_cell	17.19	µm
routing	ant_nets	0	
hold_path	hold_path.class	primary input to output pin	
run	maxCapViolations	0	
setup_path	cp.required	13.36	ns
timing	tns	0	ns
cts	cts_resized	0	
routing	wirelength	6308	µm
timing	timing.final.ws_setup	7.229	ns
timing	maxSlewViolCount	0	
timing	min_period_over_period	56.72	%
timing	worstMarginPinSlew	0.9367	ns
cells_and_area	flops	0	
routing	vias_per_cell	4.422	
die	initCoreUtil	15.37	%
==> per-stage QoR <==
step / util [%] / instance area, µm²
floorplan: - / 1050
global placement: 39.43 / 2694
detailed placement: 39.43 / 2694
CTS: 39.43 / 2694
global route: 39.43 / 2694
finish: 39.43 / 2694
==> routing by layer <==
metal / track usage, % / vias to the layer above
li1: - / 815
met1: 13.68 / 713
met2: 18.33 / 93
met3: 3.759 / 2
met4: 0.1988 / 0
met5: 0 / -
==> cell usage in the layout, fill, tap and decap left out <==
cell and n:
nand2_1 1, a221o_2 14, a221o_1 18, mux2i_1 32, buf_4 3, nor3_1 32
nor2_8 1, mux2_2 1, buf_2 1, nor4b_4 1, nor2b_1 1, or4_4 1
clkdlybuf4s50_1 165
==> path summary, 6_finish.rpt <==
path	start	to	slack, ns	cells past startpoint
setup / recovery	Signal[1]	dataOut[11]	7.23	7
hold / removal	ALUOut[21]	dataOut[21]	7.71	3
==> cells by family (layout without fill, tap and decap cells) <==
| family | after synthesis | count (layout) | share of synthesized area (%) |
|---|---|---|---|
| and+or+nand+nor | 37 | 37 | 21.45 |
| muxes | 33 | 33 | 31.59 |
| buffers and inverters | 18 | 169 | 14.78 |
| AOI/OAI and AO/OA | 32 | 32 | 32.18 |
==> Yosys cell counts <==
cell type,count
mux2i_1,32
nor3_1,32
a221o_1,18
a221o_2,14
buf_6,11
buf_2,4
clkbuf_1,3
mux2_2,1
nand2_1,1
nor2_8,1
nor2b_1,1
nor4b_4,1
or4_4,1
==> tightest hold or removal path: cells and delay by family <==
| family | cells | cell delay [ns] |
|---|---|---|
| AND-OR/OR-AND | 1 | 0.13 |
| buffers and inverters | 2 | 0.90 |
==> power breakdown <==
group	leakage (µW)	internal, µW	total (µW)	switching, µW
clock	0	0	0	0
combinational	0.00101	39.3	52.6	13.3
sequential	0	0	0	0
==> final cells by class <==
type | instances | area share [%]
multi-input combinational | 102 | 33.21
tap | 96 | 4.459
timing repair buffer | 169 | 62.33
Power and IR drop assume default switching activity.
